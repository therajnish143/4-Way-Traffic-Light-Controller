[./design.v]
`timescale 1ns / 1ps
module tlc(
    input clock, clear, 
    input a1, a2, a3, b1, b2, b3, c1, c2, c3, d1, d2, d3,
    input rc1, rc2, rc3, rc4, ss1, ss2, ss3, ss4,
    output reg [11:0] ID,
    output reg camera,
    output reg [5:0] state, next_state,
    output reg [2:0] maxoutput
);
initial begin
    state = 5'd0;
    next_state = 5'd0;
    ID = 12'b100100100100;
    camera = 0;
end
always @(posedge clock) begin
    state <= next_state;
end
always @(state) begin
    case (state)
        5'd0, 5'd1, 5'd2, 5'd3, 5'd4, 5'd5: ID = 12'b100100100100;
        5'd6, 5'd7, 5'd8: ID = 12'b001100100100;
        5'd9: ID = 12'b010100100100;
        5'd10, 5'd11, 5'd12: ID = 12'b100001100100;
        5'd13: ID = 12'b100010100100;
        5'd14, 5'd15, 5'd16: ID = 12'b100100001100;
        5'd17: ID = 12'b100100010100;
        5'd18, 5'd19, 5'd20: ID = 12'b100100100001;
        5'd21: ID = 12'b100100100010;
        default: ID = 12'b100100100100;
    endcase
end
always @(
    state, clear, a1, a2, a3, b1, b2, b3, c1, c2, c3, 
    d1, d2, d3, rc1, rc2, rc3, rc4, ss1, ss2, ss3, ss4
) begin
    if (clear)
        next_state = 5'd0;
    else begin
        camera = rc1 || rc2 || rc3 || rc4;
        case (state)
            5'd0: 
                if (ss1 || ss2 || ss3 || ss4 || a1 || b1 || c1 || d1)
                    next_state = 5'd1;
                else 
                    next_state = 5'd0;
            5'd1: begin
                maxof4(a1, a2, a3, b1, b2, b3, c1, c2, c3, d1, d2, d3, maxoutput);
                case (maxoutput)
                    3'd1: next_state = 5'd2;
                    3'd2: next_state = 5'd3;
                    3'd3: next_state = 5'd4;
                    3'd4: next_state = 5'd5;
                    default: next_state = 5'd1;
                endcase
            end
            5'd2: next_state = (a1 && a2 && a3) ? 5'd8 : 
                              (a1 && a2 && ~a3) ? 5'd7 : 5'd6;
            5'd3: next_state = (b1 && b2 && b3) ? 5'd12 : 
                              (b1 && b2 && ~b3) ? 5'd11 : 5'd10;
            5'd4: next_state = (c1 && c2 && c3) ? 5'd16 : 
                              (c1 && c2 && ~c3) ? 5'd15 : 5'd14;
            5'd5: next_state = (d1 && d2 && d3) ? 5'd20 : 
                              (d1 && d2 && ~d3) ? 5'd19 : 5'd18;
            5'd9, 5'd13, 5'd17, 5'd21: next_state = 5'd0;
            default: next_state = 5'd0;
        endcase
    end
end
task maxof4(
    input a1, a2, a3, b1, b2, b3, c1, c2, c3, d1, d2, d3,
    output reg [2:0] max
);
    reg [2:0] a, b, c, d;
    begin
        a = {a1, a2, a3};
        b = {b1, b2, b3};
        c = {c1, c2, c3};
        d = {d1, d2, d3};
        if (a >= b && a >= c && a >= d)
            max = 3'd1;
        else if (b >= c && b >= d)
            max = 3'd2;
        else if (c >= d)
            max = 3'd3;
        else
            max = 3'd4;
    end
endtask
endmodule
[./run.sh]
#!/bin/bash
# OpenROAD 26Q1-2900-gdf79404cd8, Yosys 0.63+post, stock flow scripts
make -C /OpenROAD-flow-scripts/flow DESIGN_CONFIG=/design/flow/config.mk WORK_HOME=/design/flow/orfs finish
[./config.mk]
export PLATFORM = sky130hd
export DESIGN_NAME = tlc
export DESIGN_NICKNAME = tlc
export VERILOG_FILES = /design/flow/design.v
export SDC_FILE = /design/flow/constraint.sdc
export NUM_CORES = 4
export LEC_CHECK = 1
export CORE_AREA = 10 10 97 97
export DIE_AREA = 0 0 107 107
[./constraint.sdc]
current_design tlc

set clk_period 2.8
set clk_io_pct 0.2

create_clock -name clk0 -period $clk_period [get_ports {clock}]

set non_clock_inputs [all_inputs -no_clocks]
set_input_delay [expr $clk_period * $clk_io_pct] -clock clk0 $non_clock_inputs
set_output_delay [expr $clk_period * $clk_io_pct] -clock clk0 [all_outputs]
==> notes.org <==
#+TITLE: Synthesis and PnR summary

** Detailed routing
- Antenna Violating Nets Remaining :: 0
- Per the detailed-route log, wirelength across all metal layers totals 3880 um.
- ANT cells :: 0
- Summing over every cut layer, the via total after detailed routing is between 1000 and 1500.
- In the routed layout, each cell is associated on average with a via count of roughly 4.1.
- The script logs the mean routed wire length per placed instance as 12.1 um.
- The routed layout reports a DRC error count of 0.
- Once iteration 0 of detailed routing completed, the report listed about 42 DRC markers.
- The first detailed-routing pass took 4 iterations.

** Clocking
- Clock tree from TritonCTS :: yes
- Library cell used as clock root buffer :: sky130_fd_sc_hd__clkbuf_8
- CTS built an H-tree with a depth of 1.
- Buffers inserted to repair hold after CTS numbered 0.
- Worst skew pair latency :: roughly 220 ps
- For reference, the clock transition at the flip-flops on the worst setup and hold paths is 30 ps.
- Total CTS buffers :: 3
- Maximum root-to-sink buffer count :: 2

** Global routing
- GRT Overall Usage :: ~6.4%
- Initial antenna violation count :: 0
- Global route overflow :: 0
- First-pass GRT wire length :: between 6000 and 7000 um
- Number of global-route vias before repair :: 1344
- Pin count of the biggest net entering global routing :: 11

** Finish
- Share of cells above drive strength 1 :: 37.8%
- Final standard cell count with taps included and fillers excluded :: about 320
- Per the layout area report, the combinational gate area comes to between 900 and 1000 sq um.
- Compared with the post-synthesis result, the final layout area differs by 88.7%.
- The area taken by sequential standard cells is reported as 160 sq um.
- The final layout report lists a filler cell count of about 790.

** Synth
- In the synthesis report, Yosys lists the chip area as around 1100 sq um.
- Mean Syn Cell Area :: approximately 7.5 sq um
- Warnings reported by Yosys during synthesis add up to 1.
- Synthesis produced a netlist whose cell count is 144.
- Before any placement, the netlist area is recorded as roughly 1100 sq um.
- Count of instantiated cells in the yosys netlist :: about 140
- Dominant flop cell :: sky130_fd_sc_hd__dfxtp_1
- Distinct cells, synth :: 39
- Yosys reported that registers with async set or reset make up 0%.
- Yosys reported a register bit count of 9.
- In this run, synthesis inferred 0 flip-flops with an integrated enable.

** Status
- Outcome :: completed

** Final timing
- Count of endpoints failing setup in the final report :: 0
- Final-report hold violation count :: 0
- Register pins left without a clock :: 4
- The worst path needs 2740 ps of the cycle, external delays included.
- Slew HR :: roughly 67%
- For the final database, setup skew stands at 0.343 ps.
- Number of unconstrained endpoints :: 8
- In this build the clock could be raised as far as 365 MHz.
- OpenROAD reports that the post-layout worst path occupies between 90 and 100% of the period.
- Final hold analysis gives a worst-case slack of around 700 ps.
- Slew at the pin closest to its max-slew limit :: 495 ps
- Count of pins over their slew limit :: 0

** Worst setup path
- Required time at the endpoint of the critical path :: 2240 ps
- Arrival time reported for the critical path endpoint :: ~2200 ps
- STA classifies the critical path startpoint as a primary input.
- The worst setup path is of the primary input to output pin kind.
- Along the worst path, the maximum fanout reaches 3.
- The most critical setup path has its startpoint at d1.
- STA classifies the critical path endpoint as an output pin.
- The startpoint identified for the worst register-to-register timing path is state[3].

** Placement
- Instance count after placement with tap cells included :: between 300 and 400
- Note, the detailed placer reported a final HPWL of ~3400 um.
- Placer Congestion :: 0.895
- Number of port buffers :: 47

** Power
- IR analysis of the VDD net gives a maximum drop of about 160 uV.
- The script extracted a total leakage power of ~0.86 nW.
- Power Dens Cells :: around 450 nW/um^2

** Floorplan
- Vertical die dimension :: between 100 and 150 um
- According to the I/O placement log, the pin count is 50.
- For this configuration, the core starts out at a cell density of 14.8%.
- The core region is around 7300 sq um.
- Measured along the x axis, the die boundary spans ~110 um.
- Row count :: 31
- According to the floorplan report, the total die area is around 11000 sq um.

** Flow run
- Summing over the stages, the warning tally comes to 26.
- Number of maximum-capacitance violations :: 0

** Hold path
- Per the hold report, the tightest min-delay path originates at state[1].
- The path class of the tightest hold or removal check is flip-flop to flip-flop.
-- cells by family after synthesis --
| group | count (synthesis) | synth area share [%] |
|---|---|---|
| buffers and inverters | 16 | 7.67 |
| adder cells (fa/ha/maj) | 20 | 23.3 |
| AND/OR/NAND/NOR | 67 | 35.3 |
| flip-flops | 5 | 9.30 |
| other | 1 | 0.349 |
| latches | 4 | 5.58 |
| AND-OR/OR-AND | 31 | 18.5 |
-- synthesized netlist by cell type (3+ instances only) --
| master | number | share of area [%] |
|---|---|---|
| sky130_fd_sc_hd__nand3_1 | 8 | 3.7 |
| sky130_fd_sc_hd__nor2_1 | 14 | 4.9 |
| sky130_fd_sc_hd__o21ai_0 | 4 | 1.9 |
| sky130_fd_sc_hd__a21oi_1 | 14 | 6.5 |
| sky130_fd_sc_hd__and2b_2 | 4 | 3.3 |
| sky130_fd_sc_hd__dlxtn_1 | 4 | 5.6 |
| sky130_fd_sc_hd__nor4_1 | 3 | 1.7 |
| sky130_fd_sc_hd__a31oi_1 | 3 | 1.7 |
| sky130_fd_sc_hd__nand2b_1 | 3 | 1.7 |
| sky130_fd_sc_hd__inv_1 | 12 | 4.2 |
| sky130_fd_sc_hd__ha_1 | 20 | 23 |
| sky130_fd_sc_hd__or2b_1 | 3 | 2.1 |
| sky130_fd_sc_hd__nor2b_1 | 3 | 1.7 |
| sky130_fd_sc_hd__dfxtp_1 | 5 | 9.3 |
| sky130_fd_sc_hd__nand2_1 | 12 | 4.2 |
-- cells in the final DEF (no fill, tap or decap), types with 3 or more instances in the layout --
| master | synthesis | routed |
|---|---|---|
| sky130_fd_sc_hd__o21ai_2 | 0 | 3 |
| sky130_fd_sc_hd__clkbuf_8 | 0 | 3 |
| sky130_fd_sc_hd__inv_1 | 12 | 6 |
| sky130_fd_sc_hd__and2b_2 | 4 | 4 |
| sky130_fd_sc_hd__nor2b_1 | 3 | 3 |
| sky130_fd_sc_hd__inv_2 | 0 | 4 |
| sky130_fd_sc_hd__a21oi_1 | 14 | 11 |
| sky130_fd_sc_hd__buf_4 | 2 | 28 |
| sky130_fd_sc_hd__buf_2 | 0 | 4 |
| sky130_fd_sc_hd__a21oi_2 | 0 | 3 |
| sky130_fd_sc_hd__buf_6 | 2 | 3 |
| sky130_fd_sc_hd__nand2_1 | 12 | 12 |
| sky130_fd_sc_hd__dfxtp_1 | 5 | 5 |
| sky130_fd_sc_hd__clkbuf_2 | 0 | 6 |
| sky130_fd_sc_hd__nor2_1 | 14 | 14 |
| sky130_fd_sc_hd__ha_1 | 20 | 13 |
| sky130_fd_sc_hd__or2b_1 | 3 | 3 |
| sky130_fd_sc_hd__nand3_1 | 8 | 6 |
| sky130_fd_sc_hd__nand3_2 | 1 | 3 |
| sky130_fd_sc_hd__clkdlybuf4s50_1 | 0 | 32 |
| sky130_fd_sc_hd__ha_4 | 0 | 7 |
| sky130_fd_sc_hd__dlxtn_1 | 4 | 4 |
-- state kept, by name, summed over array words and instances, names as in the netlist --
signal and flops:
camera 1, maxoutput 3, state 5
-- where the power goes --
part | switching [W] | internal (W)
Sequential | 0.0000432 | 0.000117
Combinational | 0.000287 | 0.000347
Clock | 0.0000319 | 0.0000974
-- area by class of cell --
type | instances | share of cell area [%]
clock buffer | 4 | 2.22
inverter | 12 | 2.46
sequential | 9 | 7.89
multi-input combinational | 120 | 49.0
tap | 99 | 6.10
timing repair buffer | 77 | 32.3
-- path summary, 6_finish.rpt --
kind                        end  slack, ps  depth (start not counted)
setup reg to reg       state[0]       1110                          5
hold / removal         state[3]        710                          3
hold reg to reg        state[3]        710                          3
setup / recovery  next_state[1]         60                         10
-- per-layer routing --
metal	global-route usage [%]	up-vias	part of all wire, %
met1	7.24	593	43
met4	1.45	0	2.5
met3	2.00	10	7.1
met2	11.3	42	47
li1	-	669	-
met5	0	-	0
-- what timing repair did --
action | CTS | global route
endpoints found under the setup margin | 5 | 3
buffers inserted | 5 | 0
gates resized | 55 | 28
pin swaps | 15 | 7
-- worst max-delay path, cell delays in order --
cell                              delay (ps)
sky130_fd_sc_hd__clkdlybuf4s15_2         210
sky130_fd_sc_hd__inv_4                    60
sky130_fd_sc_hd__ha_4                    260
sky130_fd_sc_hd__nand2_1                  60
sky130_fd_sc_hd__o21ai_2                 150
sky130_fd_sc_hd__nand3_2                 110
sky130_fd_sc_hd__buf_4                   140
sky130_fd_sc_hd__a211o_1                 270
sky130_fd_sc_hd__a31oi_2                 220
sky130_fd_sc_hd__buf_2                   140
-- through the flow --
step | utilization (%) | worst slack [ps] | area, sq um | total power (W) | TNS [ps]
after floorplan | - | 561 | 1080 | 0.000445 | 0
after global placement | 25.1 | -625 | 1830 | 0.000764 | -1770
after detailed placement | 25.1 | -654 | 1830 | 0.000765 | -1880
after CTS | 27.1 | 2.23 | 1970 | 0.000910 | 0
after global routing | 27.8 | -14.0 | 2030 | 0.00102 | -14.0
final | 27.8 | 61.8 | 2030 | 0.000924 | 0
No activity file was given, so power comes from the tool's default toggle rates.
